==> /design/flow/design.v <==
module regfile(
  input clock, reset,
  input wEn,
  input [31:0] write_data,
  input [4:0] read_sel1,
  input [4:0] read_sel2,
  input [4:0] write_sel,
  output [31:0] read_data1,
  output [31:0] read_data2
);
reg[31:0] reg_file[31:0];
integer i,j;
initial begin
  for(i = 0; i < 32; i = i + 1)begin
    reg_file[i]=0;
  end
end
always@(negedge clock) begin
  if (reset) begin 
    for(i = 0; i < 32; i = i + 1)begin
      reg_file[i]=0;
    end
	end else begin  
  	if ( wEn && (write_sel != 5'b00000)) begin 
		  reg_file[write_sel] <= write_data;
		end 
	end
end
assign read_data1 = reg_file[read_sel1];
assign read_data2 = reg_file[read_sel2];	 
endmodule
==> /design/flow/run.sh <==
#!/bin/bash
# OpenROAD 26Q1-2900-gdf79404cd8, Yosys 0.63+post, stock flow scripts
make -C /OpenROAD-flow-scripts/flow DESIGN_CONFIG=/design/flow/config.mk WORK_HOME=/design/flow/orfs finish
==> /design/flow/config.mk <==
export PLATFORM = sky130hd
export DESIGN_NAME = regfile
export DESIGN_NICKNAME = regfile
export VERILOG_FILES = /design/flow/design.v
export SDC_FILE = /design/flow/constraint.sdc
export NUM_CORES = 4
export LEC_CHECK = 1
export CORE_UTILIZATION = 30
==> /design/flow/constraint.sdc <==
current_design regfile

set clk_period 24.5
set clk_io_pct 0.2

create_clock -name clk0 -period $clk_period [get_ports {clock}]

set non_clock_inputs [all_inputs -no_clocks]
set_input_delay [expr $clk_period * $clk_io_pct] -clock clk0 $non_clock_inputs
set_output_delay [expr $clk_period * $clk_io_pct] -clock clk0 [all_outputs]
==> run summary <==
Here are the numbers from the latest Yosys + OpenROAD run.

The flow ran to the end, and the final reports show no timing, DRC or antenna violations. The critical path arrival came out at between 15000 and 20000 ps. The register bit count reported by yosys came out at ~1000. Buffers placed on the I/O ports in this run total 113. The post-CTS setup buffer count is 0. Setup repair after global routing left no endpoint under its margin. The buffer levels on the longest clock path is 3. Summing all multiplexer cells gives an area fraction of 0.182. The HPWL after detailed placement came out at 121 mm.

The registers reported with the highest flop counts are reg_file (1024). The tightest min-delay check is of the in -> out type. For this design the top-level I/O count stands at 114.

The die outline area is 0.189 mm^2. The number of flip-flops in the largest register came out at 1024. The count of nets left with antenna violations once routing finished came out at 0.

The number of detailed-routing iterations run before antenna repair is 8. The final count of hold timing violations is 0. The relative max-transition margin is 0.342. The starting density of the core came out at 0.303. The critical path startpoint category is a register. The vertical die dimension reported for this design is 435 um. Post-CTS repair ended up resizing 0 cells. The overall track demand over capacity in global routing is 0.208. The via count of the first global-routing pass came out at 42339. The final wirelength is about 190 mm. The floorplan die width came out at 435 um.

The share of the yosys chip area belonging to registers is 0.547. For this run the aggregate overflow at the end of global routing stands at 0. The endpoint type of the worst setup path is a primary output. The area share of and/or/nand/nor cells after synthesis is 0.157. The pin count of the biggest net entering global routing is 98.

The post-cts hold-fix buffer tally is 0. By instance count after routing, the leading logic cell type is sky130_fd_sc_hd__inv_1. The proportion of layout cells with a drive suffix above 1 came out at 0.0677. The average routed wire per standard cell is ~23 um. For this block, the initial DRC count from the detailed router was 2801.

In this run, the synthesized area fraction spent on xor and xnor cells is recorded as 0. The layout-stage area growth over the synthesis result came out at 19.2%. The clock input transition at the sequential cells of the worst setup and hold paths came out at 40 ps. For this run, the final setup violation count is recorded as 0.

Along the worst path, the maximum fanout reaches 2. Each instance of the synthesized netlist takes up on average 12.2 um^2. The leakage dissipation is 29.5 nW. Data on the critical path is required at its endpoint by 19600 ps. The area of the core region came out at 0.186 mm^2. Counting every instance in the synthesized netlist gives about 4600. After synthesis, the chip area reported by Yosys is 0.0562 mm^2. The CTS tree is yes.

For the pin with the worst max-slew slack, the measured transition is 986 ps. Across the VDD grid, the largest voltage drop is 0.0574 mV. Buffers inserted during clock tree synthesis total between 100 and 150.

The largest register by flop count is reg_file. Ranking logic cells in the layout by count gives the top entries sky130_fd_sc_hd__inv_1, sky130_fd_sc_hd__mux2i_1, sky130_fd_sc_hd__edfxtp_1. In the final report, the number of pins over their slew limit comes to 0. Grouping non-sequential cells by family puts the most area in multiplexers. The routed design shows a via density per instance of 4.98.

The mapped cell area is approximately 0.056 mm^2. The area share of fa/ha/maj cells after synthesis is 0. The ratio of total power to cell area came out at 75.6 mW/mm^2. The root buffer cell chosen for the clock tree is sky130_fd_sc_hd__clkbuf_16. The wire length of the first global-routing pass came out at 273 mm.

The total number of vias is between 40000 and 50000. The number of H-tree levels is 3. The weighted congestion reported at the end of routability-driven placement came out at 0.907. The setup slack after layout came out at 4070 ps. The pre-CTS worst setup slack is 3950 ps. Setup total negative slack on the finished layout was measured at 0 ps. TritonCTS reports the number of clock sinks as 1024. The tool warning count came out at 1027. The number of distinct library cells after synthesis came out at 31. Looking at hold timing, the worst path starts from read_sel2[1].

The number of cell instances after yosys synthesis came out at 4606. Tracing the worst setup path back leads to its startpoint at reg_file[2][6]. The tally of yosys warning messages came out at 1.

The reported max-cap violation count is 0. The number of antenna violations at the first check in global routing came to 12. The class of the most critical setup path is reg -> out.

The number of remaining DRC errors came out at 0. The cell-mix breakdown from Yosys lists the compound-gate area share as 0.0698. The total number of placement rows came out at 158.
-- critical path, stage by stage (launching register included) --
cell                              delay, ps
sky130_fd_sc_hd__edfxtp_1               340
sky130_fd_sc_hd__mux2i_1                 80
sky130_fd_sc_hd__a22o_1                 280
sky130_fd_sc_hd__nor3_1                 680
sky130_fd_sc_hd__a31oi_1                290
sky130_fd_sc_hd__nand3_1                350
sky130_fd_sc_hd__clkdlybuf4s50_1        530
-- Yosys cell counts (all sizes together) --
| cell type | number | area share |
|---|---|---|
| a22o | 128 | 0.020 |
| clkbuf | 252 | 0.019 |
| inv | 1 | 0.000067 |
| a31oi | 64 | 0.0071 |
| nor2 | 35 | 0.0037 |
| a21oi | 192 | 0.017 |
| a22oi | 192 | 0.026 |
| nand3b | 4 | 0.00076 |
| mux2i | 1024 | 0.18 |
| nor3 | 64 | 0.0057 |
| nand2 | 196 | 0.013 |
| or2 | 33 | 0.0037 |
| nand2b | 5 | 0.00056 |
| or3b | 2 | 0.00040 |
| and2 | 994 | 0.11 |
| nand3 | 194 | 0.017 |
| and2b | 1 | 0.00013 |
| buf | 194 | 0.025 |
| or3 | 2 | 0.00022 |
| conb | 1 | 0.000067 |
| nor2b | 4 | 0.00045 |
| edfxtp | 1024 | 0.55 |
-- metrics by stage --
step	instance area (um^2)	hold slack (ps)	power (mW)	std cells	utilization
3_5_place_dp	59200	11220	2.88	6897	0.319
3_3_place_gp	59200	11200	2.87	6897	0.319
2_1_floorplan	56300	10060	2.64	4637	-
5_1_grt	66900	11260	5.37	8128	0.361
4_1_cts	66900	11230	5.13	8126	0.361
6_report	67000	11250	5.06	8131	0.361
-- cell families (layout without fill, tap and decap cells) --
family	Yosys count	in the layout
AND-OR/OR-AND	576	576
AND/OR/NAND/NOR	1534	1534
multiplexers	1024	1024
flip-flops	1024	1024
buffers and inverters	447	1456
other	1	37
-- worst paths after layout --
check,end,cells past startpoint
setup / recovery,read_data2[6],6
hold / removal,read_data2[20],6
-- where the power goes --
part           switching, mW  total (mW)  internal [mW]  leakage, nW
registers             0.0569        2.10           2.04         9.75
logic                  0.337       0.517          0.180         12.3
clock network           1.14        2.45           1.30         7.40
-- metal layers --
layer	GRT usage	up-vias	wire length, um
li1	-	18752	-
met1	0.247	19613	71600
met2	0.309	1766	89100
met3	0.123	343	23100
met4	0.0856	10	6640
met5	0.0136	-	317
-- cell type report --
cell class | instances | area, um^2
fill | 17584 | 119000
sequential | 1024 | 30700
multi-input combinational | 3166 | 23300
clock inverter | 1115 | 4880
tap | 2480 | 3100
clock buffer | 115 | 2880
timing repair buffer | 226 | 2010
antenna | 5 | 12.5
Power and IR drop assume default switching activity.
