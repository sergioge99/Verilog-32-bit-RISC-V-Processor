==> ./design.v <==
module alu (
  input [5:0]  ALU_Control,
  input [31:0] operand_A,
  input [31:0] operand_B,
  output [31:0] ALU_result
);
assign ALU_result = (ALU_Control == 6'b000000) ? (operand_A + operand_B):  
						  (ALU_Control == 6'b001000) ? (operand_A - operand_B):  
						  (ALU_Control == 6'b000110) ? (operand_A | operand_B):  
						  (ALU_Control == 6'b000100) ? (operand_A ^ operand_B):  
						  (ALU_Control == 6'b000111) ? (operand_A & operand_B):  
						  (ALU_Control == 6'b000001) ? (operand_A << operand_B):  
						  (ALU_Control == 6'b000101) ? (operand_A >> operand_B):  
						  (ALU_Control == 6'b001101) ? (operand_A >>> operand_B):  
						  (ALU_Control == 6'b010000) ? (operand_A == operand_B):  
						  (ALU_Control == 6'b010001) ? (operand_A != operand_B):  
						  (ALU_Control == 6'b011111 || ALU_Control == 6'b111111) ? (operand_A):  
							1'b0;  
endmodule
==> ./run.sh <==
#!/bin/bash
# OpenROAD 26Q1-2900-gdf79404cd8, Yosys 0.63+post, stock flow scripts
make -C /OpenROAD-flow-scripts/flow DESIGN_CONFIG=/design/flow/config.mk WORK_HOME=/design/flow/orfs finish
==> ./config.mk <==
export PLATFORM = sky130hd
export DESIGN_NAME = alu
export DESIGN_NICKNAME = alu
export VERILOG_FILES = /design/flow/design.v
export SDC_FILE = /design/flow/constraint.sdc
export NUM_CORES = 4
export LEC_CHECK = 1
export CORE_UTILIZATION = 50
==> ./constraint.sdc <==
current_design alu

set clk_period 10.5
set clk_io_pct 0.2

create_clock -name clk0 -period $clk_period

set non_clock_inputs [all_inputs -no_clocks]
set_input_delay [expr $clk_period * $clk_io_pct] -clock clk0 $non_clock_inputs
set_output_delay [expr $clk_period * $clk_io_pct] -clock clk0 [all_outputs]
==> results.json <==
{
  "ys_sh_simple_pct": 22.8,
  "synth_chip_area_um2": 8570,
  "top_cells_by_area": "ha_1 14%, a21oi_1 7.4%, nor2_1 6.4%, mux2i_1 6.1%, nand2_1 5.9%",
  "ys_sh_xor_pct": 2.04,
  "hold_end": "ALU_result[24]",
  "vias": 11117,
  "grt_overflow_total": 0,
  "critPathKind": "primary input to primary output",
  "synth_cells": 1331,
  "logic_family": "AND-OR/OR-AND gates",
  "rsz0062_at_grt": "no",
  "drt_iter0_markers": 1541,
  "ys_seq_share_pct": 0,
  "vias_per_cell": 7.05,
  "cp-start-kind": "primary input",
  "synth.largest_area_cell": "ha_1",
  "crit_path_end_kind": "primary output",
  "synth.cell_area_um2": 8570,
  "ff_count": 0,
  "cp_max_fo": 31,
  "status": "complete, no violations",
  "hold_start": "ALU_Control[3]",
  "required_ps": 8400,
  "mux_area_share_pct": 12.9,
  "chip_area_um2": 17700,
  "hold_viol": 0,
  "fp_util_pct": 51.5,
  "finalMaxSlewViolations": 0,
  "diodes": 0,
  "postRouteAntennaNets": 0,
  "die_y_um": 133,
  "route.detailed.drc": 0,
  "openroad.warnings": 96,
  "wl_per_cell_um": 25.9,
  "fmax_ghz": 0.116,
  "synthAoiAreaFrac_pct": 38.6,
  "yosys_warnings": 0,
  "fillers": 1618,
  "core.rowCount": 47,
  "post_cts_buffers": 0,
  "worst-slew-pin-transition_ps": 870,
  "grt_max_degree": 69,
  "min_period_ps": 8620,
  "final.setup.tns_ps": 0,
  "hold_path.class": "primary input to primary output",
  "powerDensity_nw_per_um2": 46.8,
  "coreArea_um2": 16600,
  "die_w_um": 133,
  "whs_path_depth": 5,
  "maxCapViolations": 0,
  "dr.pass1.iters": 6,
  "max_slew_margin_pct": 41.8,
  "fin_crit_sh_pct": 82.1,
  "avgSynthCellArea_um2": 6.44,
  "first_global_vias": 9956,
  "drive_gt1_share_pct": 6.56,
  "dp_hpwl_um": 31300,
  "nClkBuffers": 0,
  "grt_pass1_wl_um": 61300,
  "setup_viol": 0,
  "arrival_ps": 6520,
  "synth_top_area_share_pct": 13.9,
  "grt_util_all_layers_pct": 46.4,
  "ys_types": 84,
  "irDropWorstVdd_mv": 0.0464,
  "syn2layout_area_growth_pct": 12.3,
  "routed_wl_um": 40800,
  "numPortBuffers": 102,
  "antenna_found_initial": 1,
  "fin_hold_ws_ps": 5360,
  "place_congestion": 1.13,
  "seq_area_um2": 0,
  "io_pins": 102,
  "fa_ha_area_share_pct": 14.3,
  "leakage_nw": 3.98,
  "yosys_cells": 1331,
  "postCtsHoldBufs": 0,
  "cts_resized": 0
}
layout by cell type, fill, tap and decap left out, types with 14 or more instances in the layout:
cell and instances:
a211oi_1 27, a21oi_1 127, a221oi_1 26, a31oi_1 22, and3_1 14, buf_4 29
clkdlybuf4s50_1 97, ha_1 95, inv_1 90, mux2i_1 52, mux4_2 22, nand2_1 135
nand2b_1 14, nand3_1 26, nor2_1 145, nor3_1 37, nor4_1 16, o211ai_1 25
o21ai_0 94, o21ai_1 20, o221ai_1 16, o22ai_1 25, xnor2_1 15
worst max-delay path: stages:
cell and delay [ps]:
clkdlybuf4s50_1 450, buf_4 350, inv_1 410, ha_1 510, or2_1 240, a31oi_1 160
a21oi_1 90, a41oi_1 550, o211ai_1 230, a31o_2 320, a31oi_1 210, o21ai_1 90
xnor2_1 150, o21ai_1 130, clkdlybuf4s50_1 470
layout make-up:
cell class	instances	area, µm²	share of cell area, %
Inverter	95	357	3.71
Timing Repair Buffer	130	1210	12.6
Multi-Input combinational cell	1132	7780	80.9
Tap cell	220	275	2.86
cells in the mapped netlist, types with 5 or more instances:
master / count
a22oi_1: 13
and2_1: 5
o221ai_1: 16
mux4_2: 22
a21boi_0: 5
nor4_1: 16
o21ai_1: 20
o311ai_0: 5
nand3_1: 26
inv_1: 91
o211ai_1: 25
a31oi_1: 22
a221oi_1: 26
ha_1: 95
o21bai_1: 11
o22ai_1: 25
nand2_1: 135
nor2_1: 146
and3_1: 14
o21a_1: 9
buf_2: 21
xor2_1: 5
buf_4: 5
mux2_2: 8
xnor2_1: 15
clkbuf_1: 65
a21oi_1: 127
buf_1: 12
nand2b_1: 14
nor3_1: 37
o21ai_0: 94
mux2i_1: 52
a21o_1: 12
o31ai_1: 12
a211oi_1: 27
a211o_1: 9
how the worst max path moves through the flow:
stage       startpoint              to
4_1_cts   operand_B[4]  ALU_result[29]
5_1_grt   operand_B[4]  ALU_result[29]
6_report  operand_B[4]  ALU_result[29]
cells by family (layout without fill, tap and decap cells):
logic type	count (synthesis)	count (layout)
adders and majority gates	97	97
buffers and inverters	199	225
and+or+nand+nor	429	429
AOI/OAI and AO/OA	504	504
muxes	82	82
xor gates and xnor gates	20	20
through the flow:
step,setup slack [ps],cell area [µm²],std cells,utilization [%],power (mW)
final,1880,9620,1577,57.8,0.451
after global placement,2050,9620,1577,57.8,0.432
after detailed placement,2000,9620,1577,57.8,0.432
after floorplan,3260,8570,1331,-,0.282
after CTS,1990,9620,1577,57.8,0.434
after global routing,1670,9620,1577,57.8,0.482
per-layer routing:
metal	GRT usage [%]	up-vias	routed length (µm)
met5	0	-	8
met4	17.2	2	1840
met3	14.0	134	6160
met2	66.3	918	16500
met1	65.7	5053	16300
li1	-	5010	-
power by group:
group	switching (mW)	internal [mW]
clock	0	0
sequential	0	0
combinational	0.279	0.171
Power and IR drop assume default switching activity.
